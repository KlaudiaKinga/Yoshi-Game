--- ./run.sh ---
#!/bin/bash
# OpenROAD 26Q1-2900-gdf79404cd8, Yosys 0.63+post, stock flow scripts
make -C /OpenROAD-flow-scripts/flow DESIGN_CONFIG=/design/flow/config.mk WORK_HOME=/design/flow/orfs finish
--- ./config.mk ---
export PLATFORM = sky130hd
export DESIGN_NAME = collision_ctl
export DESIGN_NICKNAME = collision_ctl
export VERILOG_FILES = /design/flow/design.v
export SDC_FILE = /design/flow/constraint.sdc
export NUM_CORES = 4
export LEC_CHECK = 1
export CORE_UTILIZATION = 30
--- ./constraint.sdc ---
current_design collision_ctl

set clk_period 6.4
set clk_io_pct 0.2

create_clock -name clk0 -period $clk_period

set non_clock_inputs [all_inputs -no_clocks]
set_input_delay [expr $clk_period * $clk_io_pct] -clock clk0 $non_clock_inputs
set_output_delay [expr $clk_period * $clk_io_pct] -clock clk0 [all_outputs]
--- ./design.v ---
module collision_ctl
	(
		input direction,                
		input wire [9:0] y_x, y_y,      
		input wire [9:0] g_c_x, g_c_y,  
		input wire [9:0] g_t_x, g_t_y,  
		input wire [9:0] g_b_x, g_b_y,  
		output wire collision           
    );
    localparam LEFT = 0;
    localparam RIGHT = 1;
	reg collide;
	always @*
		begin
		collide = 0;
		if(direction == LEFT)
			begin
			if((g_c_x + 13 > y_x && g_c_x < y_x + 13 && g_c_y + 13 > y_y && g_c_y < y_y + 13) ||
			   (g_c_x + 13 > y_x + 9 && g_c_x < y_x + 16 && g_c_y + 13 > y_y + 13 && g_c_y < y_y + 18))
			  collide = 1;
			else if((g_t_x + 13 > y_x && g_t_x < y_x + 13 && g_t_y + 13 > y_y && g_t_y < y_y + 13) ||
			        (g_t_x + 13 > y_x + 9 && g_t_x < y_x + 16 && g_t_y + 13 > y_y + 13 && g_t_y < y_y + 18))
			  collide = 1;
			else if((g_b_x + 13 > y_x && g_b_x < y_x + 13 && g_b_y + 13 > y_y && g_b_y < y_y + 13) ||
			        (g_b_x + 13 > y_x + 9 && g_b_x < y_x + 16 && g_b_y + 13 > y_y + 13 && g_b_y < y_y + 18))
			  collide = 1;
			end
		if(direction == RIGHT)
			begin
			if((g_c_x + 13 > y_x + 9 && g_c_x < y_x + 16 && g_c_y + 13 > y_y && g_c_y < y_y + 13) ||
			   (g_c_x + 13 > y_x && g_c_x < y_x + 13 && g_c_y + 13 > y_y + 13 && g_c_y < y_y + 18))
			  collide = 1;
			else if((g_t_x + 13 > y_x + 9 && g_t_x < y_x + 16 && g_t_y + 13 > y_y && g_t_y < y_y + 13) ||
			        (g_t_x + 13 > y_x && g_t_x < y_x + 13 && g_t_y + 13 > y_y + 13 && g_t_y < y_y + 18))
			  collide = 1;
			else if((g_b_x + 13 > y_x + 9 && g_b_x < y_x + 16 && g_b_y + 13 > y_y && g_b_y < y_y + 13) ||
			        (g_b_x + 13 > y_x && g_b_x < y_x + 13 && g_b_y + 13 > y_y + 13 && g_b_y < y_y + 18))
			  collide = 1;
			end
		end
	assign collision = collide;
endmodule
==> results.cfg <==
; physical design summary
[synthesis]
top_logic_kind = adder cells
xor_area_share_pct = 9.97
adder_share_pct = 45.3
syn-mean-instance-area_um2 = 8.10
synthesis.area_um2 = 6930
synth_chip_area_um2 = 6930
synthMuxAreaShare_pct = 0
aoi_share_pct = 24.6
simple_gate_share_pct = 17.1
netlist_instances = 855
yosys_warnings = 1
synth_cell_type_count = 62
yosys_cells = 855
synth_seq_share_pct = 0

[grt]
grt_pass1_vias = 6359
overflow = 0
grt_antenna_before_repair = 0
grtUsageTotal_pct = 18.4
grt_pass1_wl_um = 34100
grt_max_degree = 10

[route]
antenna-diode-count = 0
remaining_drc_errors = 0
dr.first_iter.drc_count = 396
wire_per_inst_um = 16.4
dr.pass1.iters = 5
dr_total_vias = 6784
vias_per_cell = 5.14
routed_wl_um = 21700
ant_nets = 0

[worst_setup_path]
end_kind = output pin
required_ns = 5.12
cp_max_fo = 3
critPathLaunchType = input pin
path_class = in2out
slowest_stage = clkdlybuf4s50_1
arrival_ns = 4.98
max_stage_delay_ns = 0.42
cp_cell_sequence = clkdlybuf4s50_1 -> ha_1 -> or3_1 -> nand3_2 -> xor2_2 -> inv_1 -> ha_1 -> a211o_1 -> o221ai_1 -> a21oi_1 -> o21ai_2 -> a211oi_2 -> a221o_1 -> a311oi_2 -> a22oi_2 -> clkdlybuf4s50_1

[timing]
min_period_ns = 6.26
drv_slew = 0
relSlewSlack_pct = 62.2
hold_violations = 0
tightestPinTransition_ns = 0.552
fmax_ghz = 0.160
finalSetupViolCount = 0
period_used_pct = 97.8

[outcome]
status = completed

[floorplanning]
fp_util_pct = 30.6
chip_area_um2 = 23700
pin_count = 82
rows = 55
dieWidth_um = 154
chipHeight_um = 154
core_area_um2 = 22600

[layout]
seq_cell_count = 0
final-seq-area_um2 = 0
area.growth.synth_to_final_pct = 31.4
clkbuf_count = 0
layout_top_cell = ha_1
utilization_pct = 40.2
instances_no_fill = 1319
layout.cells.most_common_list = 244 x ha_1, 102 x buf_4, 77 x clkdlybuf4s50_1
drive_gt1_share_pct = 15.6

[place]
hpwl_um = 19400
post-place-cells = 1318
place_congestion = 0.950
io_buffer_count = 82

[min_path]
worstHoldEndpoint = collision
min_from = direction
holdPathStages = 5
hold_class = in2out

[power]
p_per_area_nw_per_um2 = 86.3
peakVddDrop_mv = 0.0455
leakage_nw = 4.25

[job]
max-cap-violations = 0
warning_count = 51

[cts]
ctsHoldBuffers = 0
==> worst max path at each step <==
stage | startpoint | depth (start not counted) | endpoint
4_1_cts | y_y[0] | 14 | collision
5_1_grt | y_y[2] | 20 | collision
6_report | g_c_x[0] | 16 | collision
==> area by class of cell <==
class	instances	area [um2]
Inverter	49	184
Timing Repair Buffer	184	1600
Tap cell	285	357
Fill cell	2253	13500
Multi-Input combinational cell	801	6960
==> Yosys cell counts (5+ instances only) <==
cell / count / area, um2
a211oi_1: 21 / 158
nand2_1: 40 / 150
xnor2_1: 59 / 517
a2111oi_0: 10 / 87.6
nor2b_1: 18 / 113
inv_1: 47 / 176
and3_1: 16 / 100
o21ai_0: 40 / 200
ha_1: 251 / 3140
a211o_1: 6 / 52.6
nor3_1: 14 / 70.1
nor2_1: 48 / 180
o211ai_1: 13 / 97.6
o21a_1: 27 / 203
nand4_1: 17 / 106
o2111ai_1: 12 / 105
or3_1: 12 / 75.1
a21o_1: 17 / 128
nand3_1: 31 / 155
xor2_1: 18 / 158
nand2b_1: 9 / 56.3
o22ai_1: 5 / 31.3
a21oi_1: 61 / 305
==> worst max-delay path, delay by kind of cell <==
family | cells | cell delay (ns)
AND-OR/OR-AND | 8 | 1.60
XOR/XNOR | 1 | 0.16
adder cells (fa/ha/maj) | 2 | 0.52
buffers and inverters | 3 | 0.89
AND/OR/NAND/NOR | 2 | 0.52
==> stage by stage <==
step | power, mW | TNS (ns) | hold slack (ns) | setup WS [ns] | area, um2
2_1_floorplan | 0.452 | 0 | 2.75 | 1.03 | 6930
3_3_place_gp | 0.741 | -0.0953 | 3.88 | -0.0953 | 8840
3_5_place_dp | 0.745 | -0.100 | 3.87 | -0.100 | 8840
4_1_cts | 0.757 | 0 | 3.87 | 0.00725 | 8870
5_1_grt | 0.880 | -0.0115 | 3.89 | -0.0115 | 9100
6_report | 0.786 | 0 | 3.80 | 0.144 | 9100
==> logic make-up (layout without fill, tap and decap cells) <==
group                      after synthesis  count (layout)
adders and majority gates              251             251
buffers and inverters                   54             233
AOI/OAI and AO/OA                      246             246
xor gates and xnor gates                78              78
and+or+nand+nor                        226             226
==> power breakdown <==
| part | internal [mW] | total [mW] | switching (mW) |
|---|---|---|---|
| Combinational | 0.375 | 0.786 | 0.410 |
| Clock | 0 | 0 | 0 |
| Sequential | 0 | 0 | 0 |
| Total | 0.375 | 0.786 | 0.410 |
==> repair_timing <==
action | CTS | global route
resized | 9 | 53
setup buffers | 0 | 1
pin swaps | 1 | 8
endpoints found under the setup margin | 1 | 1
==> metal layers <==
layer	vias to the layer above	global-route usage (%)	share of wire [%]
li1	3661	-	-
met4	0	2.38	1.3
met1	2947	27.7	51
met5	-	0	0
met3	16	0.373	3.3
met2	160	29.8	45
Power is estimated from default activity; no workload was simulated.
